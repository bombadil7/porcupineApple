**flow/design.v**
```verilog
`timescale  1 ns / 1 ns
module baudGen
#(
    parameter CLKFREQ = 100_000_000,     
    parameter BAUD = 9600                
)
(
    input clk, enable, rst,
    output reg tick   
);
    localparam TopCount = CLKFREQ / BAUD;    
    reg [31:0] counter;
    initial begin
        tick <= 1'b0;
        counter <= 32'h0;
    end
    always @(posedge clk) begin
        if (rst) begin
            counter <= 32'b0;
            tick <= 1'b0;
        end
        else if (enable) begin   
            if (counter < TopCount) begin
                counter <= counter + 1;
                tick <= 1'b0;
            end
            else begin
                counter <= 32'h0;
                tick <= 1'b1;
            end
        end
        else begin
            counter <= counter;
            tick <= tick;
        end
    end
endmodule
`timescale  1 ns / 1 ns
module receiver
#(
    parameter   BAUD                = 9600, 
    parameter   DATA_WIDTH          = 8,
    parameter   CLKFREQ             = 100_000_000,       
    parameter   RESET_POLARITY_LOW  = 1
)
(
    input   clk, 
            reset,
            RxD,             
    output [7:0]    RxData_out,      
    output  RxData_ready,    
            RxD_idle
);
    localparam IDLE     = 0;  
    localparam SHIFT    = 1; 
    localparam WAITING  = 2; 
    localparam HALF_BAUD = BAUD << 2;  
    reg [1:0] state, nextState;
    reg [3:0] shiftCount;        
    reg [9:0] shiftReg; 
    reg initCnt; 
    reg RxData_ready,  enBitCnt, rstBaudClk; 
    wire baudTick, halfBaudTick;
    wire  reset_in = RESET_POLARITY_LOW ? ~reset : reset;
    assign RxData_out = shiftReg[8:1];
    assign RxD_idle = state != SHIFT;
    baudGen #(  .CLKFREQ (CLKFREQ),
                .BAUD (BAUD)
            ) full_baud (
                .clk(clk), 
                .enable(1), 
                .rst(rstBaudClk),
                .tick(baudTick)   
            );
    baudGen #(  .CLKFREQ (CLKFREQ),
                .BAUD (HALF_BAUD)
            ) half_baud (
                .clk(clk), 
                .enable(1), 
                .rst(rstBaudClk),
                .tick(halfBaudTick)   
            );
    always @ ( posedge clk) begin
        if( reset_in == 1) 
            state <= IDLE;
        else
            state <= nextState; 
    end 
    always @ ( * ) begin  
        nextState = IDLE;    
        RxData_ready = 0; 
        initCnt = 0; 
        enBitCnt = 0; 
        case (state)
            IDLE: begin
                if (reset_in == 1) nextState = IDLE; 
                else if (RxD == 0) begin   
                    nextState = SHIFT;
                    initCnt = 1;         
                end
            end
            SHIFT: begin
                if (shiftCount == 10) begin      
                    RxData_ready = 1;  
                    nextState = WAITING;          
                end
                else begin
                    if (shiftCount == 0) begin
                        enBitCnt = 1;    
                        nextState = SHIFT; 
                    end
                    else 
                        nextState = SHIFT; 
                end            
            end
            WAITING: begin
                RxData_ready = 1;    
                if (RxD == 0) begin   
                    nextState = SHIFT;
                    initCnt = 1; 
                end
                else
                    nextState = WAITING;
            end 
            default: 
                nextState = IDLE;
        endcase      
    end
    always @ ( posedge clk) begin
        if( initCnt == 1) begin
            shiftCount <= 0;  
            rstBaudClk <= 1;    
            shiftReg <= 10'h2ff;  
        end 
        else 
            rstBaudClk <= 0;
        if (enBitCnt && halfBaudTick) begin
            shiftCount <= 1; 
            shiftReg <= {RxD, shiftReg[9:1]}; 
        end
        if (baudTick) begin
            shiftReg <= {RxD, shiftReg[9:1]};
            shiftCount <= shiftCount + 1;
        end
    end
endmodule
`timescale  1 ns / 1 ns
module xbee 
#(
	parameter	BAUD				= 9600, 
	parameter	DATA_WIDTH			= 8,
	parameter	CLKFREQ				= 100_000_000,		 
	parameter	RESET_POLARITY_LOW	= 1
)
(
    input					clk,
	input					reset,
	input [DATA_WIDTH-1:0]	DataIn,			 
	input					send_data,		 
	input					read_data,		 
	input					RxD,			 
	output reg [DATA_WIDTH-1:0]	DataOut,		 
	output					TxD,	
	output					DataRdy			 
);
	wire	reset_in = RESET_POLARITY_LOW ? ~reset : reset;
	wire		TxBusy;
	wire [7:0]	rx_data_out;
	wire		rx_data_rdy;
	wire		rx_idle;	 
	reg		    TxStart;
	reg			CharSent;
	assign DataRdy = rx_data_rdy;
	always @(posedge clk) begin
		if (reset_in) begin
			TxStart <= 1'b0;
			CharSent <= 1'b0;
		end
		else begin	
			if (~CharSent & send_data & ~TxBusy) begin
				TxStart <= 1'b1;
				CharSent <= 1'b1;
			end
			else if (~send_data)
				CharSent <= 1'b0;
			else begin 
				TxStart <= 1'b0;
				CharSent <= CharSent;
			end
		end
	end
	always @(posedge rx_data_rdy) begin
		DataOut <= rx_data_out; 
	end
	xmitter #(.BAUD(BAUD), 
			.DATA_WIDTH(DATA_WIDTH),
			.CLKFREQ(CLKFREQ),
			.RESET_POLARITY_LOW(RESET_POLARITY_LOW)
			) tx1 (
			.clk(clk),
			.reset(reset),
			.TxD_start(TxStart),
			.TxD_data(DataIn),
			.TxD_busy(TxBusy),
			.TxD(TxD)
			);
	receiver #(.BAUD(BAUD), 
			.DATA_WIDTH(DATA_WIDTH),
			.CLKFREQ(CLKFREQ),
			.RESET_POLARITY_LOW(RESET_POLARITY_LOW)
			)  rx1 (
			.clk(clk),
			.reset(reset),
			.RxD(RxD),	
			.RxData_ready(rx_data_rdy),
			.RxData_out(rx_data_out),
			.RxD_idle(rx_idle)
			);
endmodule
`timescale  1 ns / 1 ns
module xmitter 
#(
    parameter   BAUD                = 9600, 
    parameter   DATA_WIDTH          = 8,
    parameter   CLKFREQ             = 100_000_000,       
    parameter   RESET_POLARITY_LOW  = 1
)
(
    input                   clk,
    input                   reset,
    input                   TxD_start,
    input [DATA_WIDTH-1:0]  TxD_data,
    output                  TxD,
    output                  TxD_busy
);
    wire        reset_in = RESET_POLARITY_LOW ? ~reset : reset;
    reg [3:0]   TxD_state = 0;
    wire        TxD_ready = (TxD_state == 1'b0);
    assign      TxD_busy  = ~TxD_ready;
    wire tick;
    baudGen #(CLKFREQ, BAUD) tickgen(.clk(clk), .rst(reset_in), .enable(TxD_busy), .tick(tick));
    reg [7:0] TxD_shift = 0;
    always @(posedge clk)
    begin
        if (reset_in)   begin
            TxD_state <= 4'b0000;
            TxD_shift <= 4'b0000;    
        end
        else if (TxD_ready & TxD_start)
            TxD_shift <= TxD_data;
        else if (TxD_state[3] & tick)
            TxD_shift <= (TxD_shift >> 1);
        case(TxD_state)
            4'b0000: if(TxD_start) TxD_state <= 4'b0100;
            4'b0100: if(tick) TxD_state <= 4'b1000;   
            4'b1000: if(tick) TxD_state <= 4'b1001;   
            4'b1001: if(tick) TxD_state <= 4'b1010;   
            4'b1010: if(tick) TxD_state <= 4'b1011;   
            4'b1011: if(tick) TxD_state <= 4'b1100;   
            4'b1100: if(tick) TxD_state <= 4'b1101;   
            4'b1101: if(tick) TxD_state <= 4'b1110;   
            4'b1110: if(tick) TxD_state <= 4'b1111;   
            4'b1111: if(tick) TxD_state <= 4'b0010;   
            4'b0010: if(tick) TxD_state <= 4'b0011;   
            4'b0011: if(tick) TxD_state <= 4'b0000;   
            default: if(tick) TxD_state <= 4'b0000;
        endcase
    end
    assign TxD = (TxD_state < 4) | (TxD_state[3] & TxD_shift[0]);   
endmodule
```
**flow/run.sh**
```bash
#!/bin/bash
# OpenROAD 26Q1-2900-gdf79404cd8, Yosys 0.63+post, stock flow scripts
make -C /OpenROAD-flow-scripts/flow DESIGN_CONFIG=/design/flow/config.mk WORK_HOME=/design/flow/orfs finish
```
**flow/config.mk**
```make
export PLATFORM = sky130hd
export DESIGN_NAME = xbee
export DESIGN_NICKNAME = xbee
export VERILOG_FILES = /design/flow/design.v
export SDC_FILE = /design/flow/constraint.sdc
export NUM_CORES = 4
export LEC_CHECK = 1
export CORE_UTILIZATION = 50
```
**flow/constraint.sdc**
```tcl
current_design xbee

set clk_period 6.2
set clk_io_pct 0.2

create_clock -name clk0 -period $clk_period [get_ports {clk}]

set non_clock_inputs [all_inputs -no_clocks]
set_input_delay [expr $clk_period * $clk_io_pct] -clock clk0 $non_clock_inputs
set_output_delay [expr $clk_period * $clk_io_pct] -clock clk0 [all_outputs]
```
==> results_dict.tcl <==
# collected from the flow reports
set metrics [dict create \
    status "finished, final reports clean" \
    fin_skew_ns 0.008437 \
    grt_usage_pct 16.65 \
    ys_area_um2 5151 \
    startpoint "rx1.shiftCount[0]" \
    reg2reg_slack_ns 3.93 \
    crit_family "buffers and inverters" \
    drtAntennaViolNets 0 \
    critical_path.cell_chain "inv_1 -> ha_1 -> nand2_1 -> nor2_1 -> nand2_1 -> nand2b_1 -> clkdlybuf4s50_1" \
    place_ws_ns 3.321 \
    core_um2 9864 \
    cts_hold_buf 0 \
    post-cts-setup-buffer-count 0 \
    grt_pass1_vias 3158 \
    num_antenna_cells 0 \
    power.total_uw 2098 \
    antenna_found_initial 0 \
    powerDensity_nw_per_um2 342.3 \
    drv_cap 0 \
    regArea_um2 2893 \
    slowest_delay_ns 0.51 \
    grt-ovfl-total 0 \
    dp_hpwl_mm 5.070 \
    critical_path_required_ns 4.96 \
    fp-utilization_pct 52.22 \
    grt_start_max_net_pins 33 \
    wl_per_cell_um 11.39 \
    layout_top_cell "dfxtp_1" \
    untimed_endpoints 16 \
    critPathMaxFanout 9 \
    cts_max_level 4 \
    ir_drop_v 0.0002640 \
    die_y_um 103.5 \
    intPower_uw 1534 \
    clockBufferDepth 2 \
    fmax_mhz 295.7 \
    edf_count 13 \
    fill_cells 764 \
    reg2reg_from "tx1.TxD_state[3]" \
    finalInstanceArea_um2 6128 \
    flop_cell "dfxtp_1" \
    critPathKind "reg2out" \
    hold_slack_ns 0.4431 \
    clock-root-buffer "clkbuf_8" \
    cts_tree "yes" \
    cts_buffers 17 \
    drc 0 \
    gp_congestion 0.8126 \
    fin_setup_tns_ns 0 \
    lay_top_cells "125 x dfxtp_1, 65 x nor2_1, 39 x nand2_1, 38 x conb_1, 35 x xor2_1" \
    chip_area_um2 10710 \
    crit_slowest_cell "clkdlybuf4s50_1" \
    clk_latency_ns 0.51 \
    period_minus_slack_ns 3.382 \
    worst_slew_pin_slew_ns 0.7246 \
    p_sw_uw 563.9 \
    routed_via_density 4.870 \
    pwr-share-clk_pct 43.2 \
    report.final.slew_viol_count 0 \
    switching_share_pct 26.88 \
    rsz0062_at_grt "false" \
    hold_viol 0 \
    setup-violations-final 0 \
    drive_gt1_share_pct 10.31 \
    comb_area_um2 2261 \
    unclocked_regs 8 \
    port_buffers 21 \
    syn_to_final_growth_pct 18.97 \
    first_iter_violations 91 \
    cpMostUsedCell "nand2_1" \
    place_area_um2 5575 \
    synth_area_um2 5151 \
    io_pins 23 \
    worstHoldPathType "reg2reg" \
    cp-end-kind "output port" \
    ys_seq_share_pct 56.16 \
    cp_num_buf_inv 2 \
    start_kind "flip-flop" \
    worst_slack_ns 2.818 \
    power.leakage_uw 0.002349 \
    netlist_instances 497 \
    asyncSetResetFlopFracSynth_pct 0 \
    crit_arrival_ns 2.14 \
    drt-total-wl_mm 8.033 \
    max-slew-margin-rel_pct 51.63 \
    warning_count 28 \
    path_clk_slew_ns 0.06 \
    comb_power_share_pct 9.1 \
    die_x_um 103.5 \
    grt_first_pass_wirelength_mm 14.35 \
    dr.pass1.iters 5 \
    fin_crit_sh_pct 54.54 \
    yosysWarnings 7 \
    min_from "rx1.half_baud.counter[0]" \
    cts_resized 0 \
    ys.flops 138 \
    ys_types 56 \
    syn_avg_cell_area_um2 10.36 \
    rows 36 \
    via_count 3433 \
    seq_power_share_pct 47.6 \
    ys_cells 497 \
]
-- synthesized netlist by cell type, types with 2 or more instances --
| cell type | instances | share of area [%] |
|---|---|---|
| dfxtp_1 | 125 | 49 |
| nor2_1 | 65 | 4.7 |
| nand2_1 | 39 | 2.8 |
| xor2_1 | 35 | 6.0 |
| nand3_1 | 25 | 2.4 |
| nand4_1 | 15 | 1.8 |
| a21oi_1 | 14 | 1.4 |
| xnor2_1 | 14 | 2.4 |
| and3_1 | 13 | 1.6 |
| edfxtp_1 | 13 | 7.6 |
| nand2b_1 | 10 | 1.2 |
| nor4_1 | 10 | 1.2 |
| and2_1 | 9 | 1.1 |
| clkbuf_1 | 9 | 0.66 |
| nor2_2 | 9 | 1.1 |
| o21ai_0 | 9 | 0.87 |
| inv_1 | 8 | 0.58 |
| and4_1 | 7 | 1.2 |
| ha_1 | 6 | 1.5 |
| a311oi_1 | 5 | 0.85 |
| buf_6 | 4 | 0.87 |
| a2111oi_0 | 3 | 0.51 |
| a21o_1 | 3 | 0.44 |
| buf_4 | 3 | 0.44 |
| nor3_1 | 3 | 0.29 |
| a211oi_1 | 2 | 0.29 |
| a22o_1 | 2 | 0.34 |
| a31oi_1 | 2 | 0.24 |
| a32oi_1 | 2 | 0.34 |
| a41oi_1 | 2 | 0.34 |
| nor4_4 | 2 | 0.83 |
| o21bai_1 | 2 | 0.29 |
| o311a_2 | 2 | 0.44 |
| or3_1 | 2 | 0.24 |
| or4_1 | 2 | 0.29 |
-- metal layers --
| layer | up-vias | global-route usage (%) | wire length, um |
|---|---|---|---|
| met5 | - | 0 | 0 |
| met1 | 1539 | 27.85 | 4259 |
| met4 | 0 | 2.277 | 108 |
| li1 | 1833 | - | - |
| met3 | 9 | 3.526 | 279 |
| met2 | 52 | 24.11 | 3385 |
-- registers in the layout, indices dropped and copies added (netlist names), 3 cells and up --
register	count
rx1.full_baud.counter	32
rx1.half_baud.counter	32
tx1.tickgen.counter	32
rx1.shiftReg	9
DataOut	8
tx1.TxD_shift	8
rx1.shiftCount	4
tx1.TxD_state	4
rx1.state	3
-- layout make-up --
| type | count | share of cell area [%] |
|---|---|---|
| inverters | 8 | 0.4900 |
| multi-input cells | 371 | 36.89 |
| clock inverters | 15 | 2.266 |
| flip-flops and latches | 138 | 47.20 |
| clock buffers | 17 | 6.758 |
| repair buffers | 23 | 3.675 |
| well taps | 133 | 2.715 |
-- power by group through the flow --
stage         Clock, uW  Sequential, uW  Combinational, uW
global route        968            1010                221
finish              907             999                191
CTS                 929            1000                195
-- path summary, 6_finish.rpt --
| path | end | cells after the start |
|---|---|---|
| max reg2reg | tx1.tickgen.counter[31] | 5 |
| min reg2reg | rx1.half_baud.counter[0] | 1 |
| min | rx1.half_baud.counter[0] | 1 |
| max | DataRdy | 7 |
-- cell families (layout without fill, tap and decap cells) --
family                     Yosys count  count (layout)  share of synthesized area (%)
and+or+nand+nor                    219             219                          22.44
other                                1              38                        0.07280
xor gates and xnor gates            49              49                          8.331
adders and majority gates            6               6                          1.457
DFF                                138             138                          56.16
AOI/OAI and AO/OA                   57              57                          8.477
muxes                                2               2                         0.4129
buffers and inverters               25              63                          2.647
-- worst register-to-register path, stage by stage (launching register included) --
cell and delay (ns):
dfxtp_1 0.79, o41ai_2 0.21, nor4_4 0.50, nand3_1 0.20, or3_1 0.38, a21oi_1 0.13
-- metrics by stage --
| step | cells | utilization [%] |
|---|---|---|
| after floorplan | 534 | - |
| after global placement | 673 | 56.52 |
| after detailed placement | 673 | 56.52 |
| after CTS | 705 | 62.13 |
| after global routing | 705 | 62.13 |
| final | 705 | 62.13 |
Power figures rest on the tool's default switching activity, not on a simulated workload.
