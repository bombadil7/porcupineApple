## ./design.v

```verilog
`timescale 1ns / 1ps
module ghost_ship(
	input             clk,
	input             rst,
    input      [9:0]  pixel_x,
    input      [9:0]  pixel_y,
    input      [7:0]  cursor,
	input      [3:0]  orientation,
	input      [3:0]  length,
	output reg        ghost_ship	
    );
	localparam [3:0] NORTH = 4'd1,
	                 EAST  = 4'd2,
					 SOUTH = 4'd4,
					 WEST  = 4'd8;	
	wire [3:0]  tile_x   = pixel_x[8:5];
	wire [3:0]  tile_y   = pixel_y[8:5] - 10'd3;    
	wire [3:0]  cursor_x = cursor[7:4];
	wire [3:0]  cursor_y = cursor[3:0];
	wire [3:0] tile_x_min, tile_x_max, tile_y_min, tile_y_max;
	assign tile_x_min =  (cursor_x - length + 6) >= 5 ? (cursor_x - length + 1) : 0;    
	assign tile_x_max =  (cursor_x + length - 1) <= 9 ? (cursor_x + length - 1) : 9;
	assign tile_y_min =  (cursor_y - length + 6) >= 5 ? (cursor_y - length + 1) : 0;
	assign tile_y_max =  (cursor_y + length - 1) <= 9 ? (cursor_y + length - 1) : 9;
	always @(posedge clk) begin
		case(orientation)
			NORTH: begin
				if ((tile_x == cursor_x) && (tile_y >= tile_y_min) && (tile_y <= cursor_y)) begin
					ghost_ship <= 1'b1;
				end else begin
					ghost_ship <= 1'b0;
				end
			end
			EAST:  begin
				if ((tile_y == cursor_y) && (tile_x >= cursor_x) && (tile_x <= tile_x_max)) begin
				    ghost_ship <= 1'b1;
				end else begin
					ghost_ship <= 1'b0;
				end
			end
			SOUTH: begin
				if ((tile_x == cursor_x) && (tile_y >= cursor_y) && (tile_y <= tile_y_max)) begin
				    ghost_ship <= 1'b1;
				end else begin
					ghost_ship <= 1'b0;
				end
			end
			WEST:  begin
				if ((tile_y == cursor_y) && (tile_x >= tile_x_min) && (tile_x <= cursor_x)) begin
				    ghost_ship <= 1'b1;
				end else begin
					ghost_ship <= 1'b0;
				end
			end
			default: begin ghost_ship <= 1'b0; end
		endcase
	end
endmodule
```

## ./run.sh

```bash
#!/bin/bash
# OpenROAD 26Q1-2900-gdf79404cd8, Yosys 0.63+post, stock flow scripts
make -C /OpenROAD-flow-scripts/flow DESIGN_CONFIG=/design/flow/config.mk WORK_HOME=/design/flow/orfs finish
```

## ./config.mk

```make
export PLATFORM = sky130hd
export DESIGN_NAME = ghost_ship
export DESIGN_NICKNAME = ghost_ship
export VERILOG_FILES = /design/flow/design.v
export SDC_FILE = /design/flow/constraint.sdc
export NUM_CORES = 4
export LEC_CHECK = 1
export CORE_AREA = 10 10 85 85
export DIE_AREA = 0 0 95 95
```

## ./constraint.sdc

```tcl
current_design ghost_ship

set clk_period 3.7
set clk_io_pct 0.2

create_clock -name clk0 -period $clk_period [get_ports {clk}]

set non_clock_inputs [all_inputs -no_clocks]
set_input_delay [expr $clk_period * $clk_io_pct] -clock clk0 $non_clock_inputs
set_output_delay [expr $clk_period * $clk_io_pct] -clock clk0 [all_outputs]
```

==> summary.txt <==
yosys + openroad results -> status=finished, violations left, failing checks=negative setup slack, crit-path max FO=3, measured slew at the worst slew-check pin=between 600 and 700 ps, Total GRT Usage=0.101, DRT Wirelength=about 4.4 mm, vias per cell=4.48, tool warnings=~58, FP Core Util=0.347, unrepaired setup endpoints after global routing=yes, Port Buffers=25, io pins=39, crit path from=cursor[0], fin crit share=1.24, fin crit period=about 4600 ps, Max-slew headroom=0.573, initial antenna violation count=0, Power Dens Cells=around 210 nW/um^2, crit-path cells=buf_12 > inv_12 > ha_4 > fa_2 > xnor2_2 > ha_2 > or4_4 > ha_4 > nor4b_4 > nand4_1 > or3_4 > nor3_4 > a21oi_2 > and2_1 > ha_1 > nand2b_4 > a21o_1 > a21o_1 > a21oi_1 > o22ai_1, top cell type's share of synthesized area=0.428, maximum VDD drop=between 0.08 and 0.09 mV, via count=1,800, number of global-route vias before repair=~1,800, Area growth syn-to-layout=57.1%, Final ANT Viol Nets=0, worst setup path class=in -> reg, Cell area leaders=ha_1 (43%), inv_1 (6.9%), fa_1 (4.2%), DPL Wire Length=~3.8 mm, WP data required=between 3000 and 4000 ps, dominant register cell=dfxtp_1, Die Span Y=between 90 and 100 um, Antenna Cells=0, top cells by count=ha_1 (65), inv_1 (35), nand2_1 (16), a21oi_1 (15), nor2_1 (15), share of cells above drive strength 1=0.352, Largest regs=ghost_ship: 1 flops, wire length per cell=11.0 um, initial DRC count=around 63, Buf/Inv on CP=2, top-count cell post-synth=ha_1, YS chip area=around 1900 sq um, Max-cap violations=0, CP startpoint kind=input port, Post-Syn Area=1900 sq um, max incr delay on CP=about 540 ps, Rows=27, Post-synth seq share=0.0105, GP Congestion=between 0.8 and 0.9, clk slew on worst S/H paths=0 ps, EDFF count, synth=0, Setup crit end kind=register, Place WS=-1520 ps, Core Footprint=approximately 5500 sq um, Max Freq=between 200 and 250 MHz, final core occ=0.545, Setup WS post-layout=-891 ps, max reg flops=1, largest net degree at the start of global routing=7, DIE AREA=~9000 sq um, register bit total from synthesis=1, largest reg by FF count=ghost_ship, Syn Inst Count=~240, Slew Viols, Final=0, Final setup viols=1, Synth area leader=ha_1, first-pass GRT wire length=slightly below 8 mm, cell count in the Yosys report=239, DIE WIDTH=approximately 95 um, Cell variety after synth=39, Pleak=~1.5 nW, Synth async-reset ratio=0, Ys Warns=1, Hold Path Origin=orientation[0], Hold Fails Final Rpt=0, CTS Hold Bufs=0, DRC errors left=0, Top delay family on crit path=simple AND/OR/NAND/NOR gates, slowest library cell on the worst path=or4_4, HP Class=in -> reg, Worst Path Arrival=approximately 4500 ps, first-pass iteration count of the detailed router=4, Syn Area/Cell=around 8 sq um, gr ovfl total=0
power breakdown:
group | switching, W | internal [W] | total, W
Clock | 0 | 0 | 0
Sequential | 0.0000000236 | 0.0000111 | 0.0000111
Combinational | 0.000277 | 0.000333 | 0.000609
layout make-up:
class | instances | area, sq um
well taps | 72 | 90.1
repair buffers | 91 | 754
flip-flops and latches | 1 | 20.0
fillers | 502 | 2490
multi-input cells | 203 | 1980
inverters | 35 | 144
layer usage:
metal  vias up  track usage  part of all wire
met5         -            0                 0
met4         0            0                 0
met3         0       0.0128             0.040
met2        16        0.156              0.42
met1       765        0.155              0.54
li1       1019            -                 -
cells by family (layout without fill, tap and decap cells):
family / Yosys count / count (layout) / synth area share
AOI/OAI and AO/OA: 45 / 45 / 0.151
and+or+nand+nor: 74 / 74 / 0.223
buffers and inverters: 35 / 126 / 0.0691
xor gates and xnor gates: 15 / 15 / 0.0770
adders and majority gates: 69 / 69 / 0.470
DFF: 1 / 1 / 0.0105
worst paths after layout:
path | to | slack, ps | depth (start not counted)
worst max-delay path | ghost_ship | -890 | 20
worst min-delay path | ghost_ship | 1420 | 3
layout by cell type (no fill, tap or decap), types with 3 or more instances in the layout:
cell,n
nand3b_1,4
o21bai_1,3
buf_4,66
nor2b_1,4
ha_4,10
xnor2_2,4
nand2_1,16
xor2_1,7
nand4_1,6
ha_1,51
a21oi_2,4
xnor2_1,4
nand2b_1,6
or3_1,5
nor2_1,15
inv_1,26
ha_2,4
o21ai_0,9
inv_2,8
or4_4,4
a21oi_1,14
a21o_1,6
clkdlybuf4s50_1,16
worst min-delay path: stages:
cell and delay (ps):
clkdlybuf4s50_1 440, nand4b_1 120, o22ai_1 70
per-stage QoR:
stage	hold WS, ps	power, W	std cells	cell area (sq um)	setup TNS [ps]
after floorplan	937	0.000357	239	1960	-777
after global placement	1420	0.000559	397	2760	-1490
after detailed placement	1430	0.000564	397	2760	-1520
final	1420	0.000620	402	2990	-891
after global routing	1440	0.000712	402	2990	-1090
after CTS	1420	0.000600	399	2900	-905
what timing repair did:
item / CTS / global route
gates resized: 51 / 15
pin swaps: 28 / 19
buffers inserted: 2 / 3
cloned: 0 / 0
setup endpoints to repair: 1 / 1
Power and IR drop assume default switching activity.
